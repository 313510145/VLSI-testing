$ cat flow/run.sh
#!/bin/bash
# OpenROAD 26Q1-2900-gdf79404cd8, Yosys 0.63+post, stock flow scripts
make -C /OpenROAD-flow-scripts/flow DESIGN_CONFIG=/design/flow/config.mk WORK_HOME=/design/flow/orfs finish
$ cat flow/config.mk
export PLATFORM = sky130hd
export DESIGN_NAME = pre_norm
export DESIGN_NICKNAME = pre_norm
export VERILOG_FILES = /design/flow/design.v
export SDC_FILE = /design/flow/constraint.sdc
export NUM_CORES = 4
export LEC_CHECK = 1
export CORE_UTILIZATION = 50
$ cat flow/constraint.sdc
current_design pre_norm

set clk_period 37.5
set clk_io_pct 0.2

create_clock -name clk0 -period $clk_period [get_ports {clk}]

set non_clock_inputs [all_inputs -no_clocks]
set_input_delay [expr $clk_period * $clk_io_pct] -clock clk0 $non_clock_inputs
set_output_delay [expr $clk_period * $clk_io_pct] -clock clk0 [all_outputs]
$ cat flow/design.v
`timescale 1ns / 100ps
module pre_norm(clk, rmode, add, opa, opb, opa_nan, opb_nan, fracta_out,
		fractb_out, exp_dn_out, sign, nan_sign, result_zero_sign,
		fasu_op);
input		clk;
input	[1:0]	rmode;
input		add;
input	[31:0]	opa, opb;
input		opa_nan, opb_nan;
output	[26:0]	fracta_out, fractb_out;
output	[7:0]	exp_dn_out;
output		sign;
output		nan_sign, result_zero_sign;
output		fasu_op;			 
wire		signa, signb;		 
wire	[7:0]	expa, expb;		 
wire	[22:0]	fracta, fractb;		 
wire		expa_lt_expb;		 
wire		fractb_lt_fracta;	 
reg	[7:0]	exp_dn_out;		 
wire	[7:0]	exp_small, exp_large;
wire	[7:0]	exp_diff;		 
wire	[22:0]	adj_op;			 
wire	[26:0]	adj_op_tmp;
wire	[26:0]	adj_op_out;		 
wire	[26:0]	fracta_n, fractb_n;	 
wire	[26:0]	fracta_s, fractb_s;	 
reg	[26:0]	fracta_out, fractb_out;	 
reg		sign, sign_d;		 
reg		add_d;			 
reg		fasu_op;		 
wire		expa_dn, expb_dn;
reg		sticky;
reg		result_zero_sign;
reg		add_r, signa_r, signb_r;
wire	[4:0]	exp_diff_sft;
wire		exp_lt_27;
wire		op_dn;
wire	[26:0]	adj_op_out_sft;
reg		fracta_lt_fractb, fracta_eq_fractb;
wire		nan_sign1;
reg		nan_sign;
assign  signa = opa[31];
assign  signb = opb[31];
assign   expa = opa[30:23];
assign   expb = opb[30:23];
assign fracta = opa[22:0];
assign fractb = opb[22:0];
assign expa_lt_expb = expa > expb;		 
assign expa_dn = !(|expa);			 
assign expb_dn = !(|expb);			 
wire	[7:0]	exp_diff1, exp_diff1a, exp_diff2;
assign exp_small  = expa_lt_expb ? expb : expa;
assign exp_large  = expa_lt_expb ? expa : expb;
assign exp_diff1  = exp_large - exp_small;
assign exp_diff1a = exp_diff1-1;
assign exp_diff2  = (expa_dn | expb_dn) ? exp_diff1a : exp_diff1;
assign  exp_diff  = (expa_dn & expb_dn) ? 8'h0 : exp_diff2;
always @(posedge clk)	 
	exp_dn_out <= #1 (!add_d & expa==expb & fracta==fractb) ? 8'h0 : exp_large;
assign op_dn	  = expa_lt_expb ? expb_dn : expa_dn;
assign adj_op     = expa_lt_expb ? fractb : fracta;
assign adj_op_tmp = { ~op_dn, adj_op, 3'b0 };	 
assign exp_lt_27	= exp_diff  > 8'd27;
assign exp_diff_sft	= exp_lt_27 ? 5'd27 : exp_diff[4:0];
assign adj_op_out_sft	= adj_op_tmp >> exp_diff_sft;
assign adj_op_out	= {adj_op_out_sft[26:1], adj_op_out_sft[0] | sticky };
always @(exp_diff_sft or adj_op_tmp)
   case(exp_diff_sft)		// synopsys full_case parallel_case
	00: sticky = 1'h0;
	01: sticky =  adj_op_tmp[0]; 
	02: sticky = |adj_op_tmp[01:0];
	03: sticky = |adj_op_tmp[02:0];
	04: sticky = |adj_op_tmp[03:0];
	05: sticky = |adj_op_tmp[04:0];
	06: sticky = |adj_op_tmp[05:0];
	07: sticky = |adj_op_tmp[06:0];
	08: sticky = |adj_op_tmp[07:0];
	09: sticky = |adj_op_tmp[08:0];
	10: sticky = |adj_op_tmp[09:0];
	11: sticky = |adj_op_tmp[10:0];
	12: sticky = |adj_op_tmp[11:0];
	13: sticky = |adj_op_tmp[12:0];
	14: sticky = |adj_op_tmp[13:0];
	15: sticky = |adj_op_tmp[14:0];
	16: sticky = |adj_op_tmp[15:0];
	17: sticky = |adj_op_tmp[16:0];
	18: sticky = |adj_op_tmp[17:0];
	19: sticky = |adj_op_tmp[18:0];
	20: sticky = |adj_op_tmp[19:0];
	21: sticky = |adj_op_tmp[20:0];
	22: sticky = |adj_op_tmp[21:0];
	23: sticky = |adj_op_tmp[22:0];
	24: sticky = |adj_op_tmp[23:0];
	25: sticky = |adj_op_tmp[24:0];
	26: sticky = |adj_op_tmp[25:0];
	27: sticky = |adj_op_tmp[26:0];
   endcase
assign fracta_n = expa_lt_expb ? {~expa_dn, fracta, 3'b0} : adj_op_out;
assign fractb_n = expa_lt_expb ? adj_op_out : {~expb_dn, fractb, 3'b0};
assign fractb_lt_fracta = fractb_n > fracta_n;	 
assign fracta_s = fractb_lt_fracta ? fractb_n : fracta_n;
assign fractb_s = fractb_lt_fracta ? fracta_n : fractb_n;
always @(posedge clk)
	fracta_out <= #1 fracta_s;
always @(posedge clk)
	fractb_out <= #1 fractb_s;
always @(signa or signb or add or fractb_lt_fracta)
   case({signa, signb, add})		// synopsys full_case parallel_case
	3'b0_0_1: sign_d = 0;
	3'b0_1_1: sign_d = fractb_lt_fracta;
	3'b1_0_1: sign_d = !fractb_lt_fracta;
	3'b1_1_1: sign_d = 1;
	3'b0_0_0: sign_d = fractb_lt_fracta;
	3'b0_1_0: sign_d = 0;
	3'b1_0_0: sign_d = 1;
	3'b1_1_0: sign_d = !fractb_lt_fracta;
   endcase
always @(posedge clk)
	sign <= #1 sign_d;
always @(posedge clk)
	signa_r <= #1 signa;
always @(posedge clk)
	signb_r <= #1 signb;
always @(posedge clk)
	add_r <= #1 add;
always @(posedge clk)
	result_zero_sign <= #1	( add_r &  signa_r &  signb_r) |
				(!add_r &  signa_r & !signb_r) |
				( add_r & (signa_r |  signb_r) & (rmode==3)) |
				(!add_r & (signa_r == signb_r) & (rmode==3));
always @(posedge clk)
	fracta_lt_fractb <= #1 fracta < fractb;
always @(posedge clk)
	fracta_eq_fractb <= #1 fracta == fractb;
assign nan_sign1 = fracta_eq_fractb ? (signa_r & signb_r) : fracta_lt_fractb ? signb_r : signa_r;
always @(posedge clk)
	nan_sign <= #1 (opa_nan & opb_nan) ? nan_sign1 : opb_nan ? signb_r : signa_r;
always @(signa or signb or add)
   case({signa, signb, add})		// synopsys full_case parallel_case
	3'b0_0_1: add_d = 1;
	3'b0_1_1: add_d = 0;
	3'b1_0_1: add_d = 0;
	3'b1_1_1: add_d = 1;
	3'b0_0_0: add_d = 0;
	3'b0_1_0: add_d = 1;
	3'b1_0_0: add_d = 1;
	3'b1_1_0: add_d = 0;
   endcase
always @(posedge clk)
	fasu_op <= #1 add_d;
endmodule
==> Slide: Implementation Results <==
Physical Implementation Snapshot

Timing
  – Clock skew: 3.66 ps
  – Worst Tran Pin Value: 902 ps
  – Unrepaired setup endpoints after global routing: false
  – Top achievable clock speed: 58.3 MHz
  – Fin. Hold Viols: 0
  – Relative slew slack: 39.4%
  – Slew Limit Fails: 0
  – Endpoints failing setup: 0
  – Final Cycle Share: 45.8%
  – Setup TNS: 0 ps
  – Tmin final: 17170 ps
  – Setup ws final: 20330 ps

Setup path
  – CP dominant cell by count: a21oi_1
  – Largest stage delay, worst path: 580 ps
  – Startpoint Class: primary input
  – Worst Path Buf+Inv: 5
  – Critical-path top delay cell: ha_1
  – Crit-path max FO: 30
  – Required time of the critical path: 37710 ps
  – Top Family by Delay on Critical Path: AND-OR/OR-AND gates
  – Kind of critical path: in2reg
  – Critical Path End Type: flip-flop
  – R2r setup slk: 36450 ps
  – Critical path arrival: about 17000 ps

Clock tree
  – Num CTS Buffers: 9
  – CTS clk-pin slew, worst paths: 60 ps
  – CTS tree: done
  – Insertion Delay late pin: 330 ps
  – Cts hold-fix bufs: 0
  – Root buffer cell: clkbuf_16
  – Setup bufs post-CTS: 0
  – Clock Tree Buf Depth: 2
  – Gates resized, CTS repair: 0
  – H-tree Lvls: 3
  – Clock Sink Count: 71

Global routing
  – Largest net degree at the start of global routing: ~55
  – Vias in the first global route: 7879
  – GRT Residual Overflow: 0
  – First-pass GRT wire length: 43700 um
  – All-Layer GR Usage: 35.6%
  – Initial antenna violation count: 1

Floorplan
  – Die Wd: 127 um
  – Floorplan row count: 45
  – Die area: between 0.015 and 0.02 sq mm
  – I/O pins: 136
  – Core area: ~0.015 sq mm
  – Initial core utilization: between 50% and 60%
  – Chip height: roughly 130 um

Synth
  – Max-area cell share: between 10% and 20%
  – Most common cell in the synthesized netlist: nand2_1
  – Top area cell types: dfxtp_1, mux2i_1, ha_1, nand2_1, a21oi_1
  – Distinct cells, synth: 80
  – Cells after Synth: roughly 1k
  – Yosys cell count: 1004
  – Post-synth area from yosys stat: between 0.007 and 0.008 sq mm
  – Most common reg cell: dfxtp_1
  – Seq share, synth: 18.3%
  – Mapped cell area: 0.00777 sq mm
  – Post-synth EDFFs: 0
  – Flops after synth: 71
  – Synth Warn #: 3
  – Syn_area_per_cell: 7.74 sq um
  – Synth top cells by count: nand2_1, mux2i_1, dfxtp_1
  – Async SR Flop Fraction: 0%
  – Leading area contributor after synthesis: dfxtp_1

Route
  – Routed Antenna Nets: 0
  – DRT Pass-1 Iters: 5
  – Total wire length: 27600 um
  – Ant diodes: 0
  – Iteration-0 DRC Markers: ~750
  – Post-DR wirelength/cell: 21.0 um
  – Drt drc: 0
  – Vias/cell: 6.36
  – Routed vias: 8366

Run
  – Tool Warnings: 30
  – Max-cap violation count: 0

Finish
  – Layout area overhead: 24.1%
  – Final non-filler cell total: 1315
  – Layout cells sized above 1: 7.81%
  – FILL cells: roughly 1.3k
  – Biggest regs: fracta_out: 27 flops, fractb_out: 27 flops, exp_dn_out: 8 flops

Status
  – Status: completed

Worst hold path
  – Hold Path Class: reg2reg

Placement
  – GPL Wtd Cong: 1.00
  – Port bufs: between 100 and 150
  – Placed insts: 1300
  – DP Worst Slack: 20190 ps
  – Post-detail-place hpwl: 21300 um

Pwr
  – Worst vdd ir: 30.7 uV
  – Pwr Density: 41.2 mW/mm^2
  – Leak: 4.16 nW
-- per-stage QoR --
stage               utilization, %  instance area (sq um)  total power [mW]  hold WS [ps]
global route                  63.4                   9640             0.421           618
floorplan                        -                   7770             0.222           498
detailed placement            61.3                   9320             0.303           536
finish                        63.4                   9640             0.397           538
global placement              61.3                   9320             0.304           526
CTS                           63.4                   9640             0.396           547
-- final timing paths --
check	start	depth (start not counted)	endpoint
worst min-delay path	signa_r	2	nan_sign
worst min register to register	signa_r	2	nan_sign
worst max register to register	signb_r	5	result_zero_sign
worst max-delay path	opb[26]	42	fracta_out[12]
-- cells by family after synthesis --
| family | share of synthesized area [%] |
|---|---|
| buffers and inverters | 6.56 |
| adder cells (fa/ha/maj) | 10.1 |
| multiplexers | 16.5 |
| XOR/XNOR | 1.58 |
| flip-flops | 18.3 |
| AND-OR/OR-AND | 27.5 |
| AND/OR/NAND/NOR | 19.5 |
-- cell type report --
class                           count  area [sq um]  area share (%)
Clock buffer                       10           239            2.48
Clock inverter                      5          81.3           0.843
Inverter                           64           240            2.49
Multi-Input combinational cell    812          5850            60.7
Sequential cell                    71          1420            14.7
Tap cell                          188           235            2.44
Timing Repair Buffer              165          1580            16.3
-- power by group --
part           internal, mW  total, mW  switching [mW]
logic                0.0939      0.210           0.116
clock network        0.0597     0.0902          0.0305
registers            0.0922     0.0971         0.00488
total                 0.246      0.397           0.152
-- worst register-to-register path: cells and delay by family, from the launching register on --
family	cells	cell delay, ps
compound gates	1	60
fa+ha+maj	1	260
buf+inv	1	60
flops	1	380
mux	1	130
simple gates	1	80
-- routing by layer --
metal,share of wire [%],vias up,global-route usage [%]
met5,0,-,0
met4,4.1,0,12.2
met3,8.8,87,5.54
met2,45,425,57.1
met1,43,3823,49.3
li1,-,4031,-
-- cell usage in the layout, fill, tap and decap left out, types with 9 or more instances in the layout --
master	instances
o31ai_1	9
clkbuf_16	9
nor3_1	17
nor2b_1	16
nand2_1	106
nand3_1	24
o22ai_1	17
a21o_1	18
nor2_1	52
clkdlybuf4s50_1	135
a31oi_1	29
o21ai_0	54
a211oi_1	13
dfxtp_1	71
nor4_1	16
nand2b_1	13
nand4_1	18
inv_1	64
and2_1	9
a22oi_1	11
or3_1	12
buf_4	30
ha_1	63
a21oi_1	58
mux2i_1	85
mux2_1	13
mux2_2	23
Power is estimated from default activity; no workload was simulated.
